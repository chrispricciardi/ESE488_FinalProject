`/design/flow/design.v`:
```
module sram_output(
clk,
we,
d,
address,
q
);
input clk;	
input we;		 
input signed [15:0] d; 	 
input [5:0] address;	 
output reg signed [15:0] q; 	 
reg signed [15:0] mem [0:9];  
always @(posedge clk)
begin 
	if (we == 1)begin 
	mem[address] <= d; 
	end else if(we == 0)begin 
	q <= mem[address]; 
	end 
end
endmodule
```
`/design/flow/config.mk`:
```
export PLATFORM = sky130hd
export DESIGN_NAME = sram_output
export DESIGN_NICKNAME = sram_output
export VERILOG_FILES = /design/flow/design.v
export SDC_FILE = /design/flow/constraint.sdc
export NUM_CORES = 4
export LEC_CHECK = 1
export CORE_UTILIZATION = 40
```
`/design/flow/constraint.sdc`:
```
current_design sram_output

set clk_period 3.5
set clk_io_pct 0.2

create_clock -name clk0 -period $clk_period [get_ports {clk}]

set non_clock_inputs [all_inputs -no_clocks]
set_input_delay [expr $clk_period * $clk_io_pct] -clock clk0 $non_clock_inputs
set_output_delay [expr $clk_period * $clk_io_pct] -clock clk0 [all_outputs]
```
`/design/flow/run.sh`:
```
#!/bin/bash
# OpenROAD 26Q1-2900-gdf79404cd8, Yosys 0.63+post, stock flow scripts
make -C /OpenROAD-flow-scripts/flow DESIGN_CONFIG=/design/flow/config.mk WORK_HOME=/design/flow/orfs finish
```
==> out/results.tsv <==
stage	metric	value	unit
outcome	outcome	completed	
final_layout	mostFrequentLayoutCells	edfxtp_1 (176), mux2_2 (48), clkdlybuf4s50_1 (36)	
setup_path	cp_max_fo	16	
final_layout	logic_area	1340	sq um
drt	antenna_cells	0	
clock_tree	root_buffer	clkbuf_16	
setup_path	worst-endpoint-arrival	2.60	ns
final_layout	num-fill-cells	1301	
drt	avgRoutedWirePerCell	20.3	um
synth	topCellsByArea	edfxtp_1 (78%), mux2_2 (8.0%), mux4_2 (3.7%), a22oi_1 (3.6%), mux4_1 (2.0%)	
setup_path	r2r_start	mem[1][2]$_DFFE_PP_	
timing	slew_viol_final	0	
power	vdd_drop_max	381	uV
setup_path	cp-start-kind	primary input	
global_routing	grt_pass1_vias	3444	
synth	yosys.stat.seqShare	78.5	%
final_layout	register_area	5290	sq um
placed_design	numPortBuffers	37	
setup_path	cp_slowest_stage_delay	0.91	ns
timing	max_slew_margin	40.7	%
setup_path	worst-r2r-cell-count	3	
setup_path	path_cells	clkdlybuf4s50_1 > and3b_1 > a22oi_1 > nand2_1	
setup_path	timing.rr.end	q[2]$_DFFE_PN_	
timing	rsz0062_at_grt	no	
setup_path	worstPathRequired	3.78	ns
setup_path	r2r_slack	2.02	ns
global_routing	grt_max_degree	34	
floorplan	dieWidth	132	um
min_path	worstHoldPathCells	3	
power	pwr_density_cell	550	nW/um^2
global_routing	antenna_found_initial	0	
min_path	hp-start	mem[4][11]$_DFFE_PP_	
drt	dr.pass1.iters	4	
clock_tree	cts_num_sinks	176	
power	p_leak	2.64	nW
min_path	min_path_type	reg2reg	
drt	top_layer	met4	
clock_tree	cts_buffer_depth	2	
floorplan	core.rowCount	47	
drt	wirelength	12.6	mm
clock_tree	cts_resized	0	
floorplan	die_area	17400	sq um
synth	synth_cell_types	18	
clock_tree	cts.hold.buffers_added	0	
clock_tree	postCtsSetupBuffers	0	
drt	drt_iter0_markers	162	
drt	route.detailed.drc	0	
floorplan	fp_util	40.7	%
final_layout	syn2layout_area_growth	19.4	%
drt	wl_met3	1.29	mm
final_layout	layout_top_cell	edfxtp_1	
clock_tree	clk_pin_slew_worst_paths	0.06	ns
global_routing	grt_pass1_wl	19.0	mm
timing	tns	0	ns
timing	max_freq	430	MHz
setup_path	critPathSlowestCell	and3b_1	
timing	period_minus_slack	2.33	ns
drt	dr_wl_met2	6.17	mm
placed_design	hpwlAfterDp	7.63	mm
timing	hold_slack	0.660	ns
synth	yosys.area.top_type	edfxtp_1	
clock_tree	ctsHtreeMaxLevel	4	
timing	fin_worst_skew	0.00352	ns
final_layout	layout-drive-gt1-share	27.8	%
clock_tree	cts_tree	yes	
global_routing	grt_usage	16.4	%
global_routing	grt_overflow	0	
timing	tightest_slew	0.889	ns
drt	ant_nets	0	
placed_design	gp_congestion	0.767	
synth	ys_cells	325	
drt	wirelength_met1	4.93	mm
timing	fin_crit_sh	66.4	%
flow_run	tool_warnings	27	
synth	synth_area_per_cell	20.7	sq um
clock_tree	worstSkewPairLatency	0.42	ns
setup_path	worstSetupPathType	in2reg	
drt	via_count	3189	
clock_tree	cts_buffers	17	
setup_path	cp-end-kind	flop	
synth	netlist_area	6730	sq um
flow_run	drv_cap	0	
timing	setup_viol	0	
synth	ys_area	6730	sq um
synth	yosys_warnings	1	
synth	ys.flops	176	
synth	top_area_share	78.5	%
synth	synthCells	325	
drt	viasPerCell	5.15	
floorplan	ios	40	
min_path	min_to	q[11]$_DFFE_PN_	
floorplan	fp.dieH	132	um
floorplan	core	16500	sq um
timing	final_hold_viol_count	0	
## metrics by stage
step / utilization [%] / instances / cell area [sq um] / total power (W) / setup WS, ns
floorplan: - / 325 / 6730 / 0.00255 / 0.649
global placement: 45.3 / 590 / 7480 / 0.00266 / 0.723
detailed placement: 45.3 / 590 / 7480 / 0.00267 / 0.732
CTS: 48.6 / 619 / 8040 / 0.00446 / 1.17
global route: 48.6 / 619 / 8040 / 0.00456 / 1.05
finish: 48.6 / 619 / 8040 / 0.00442 / 1.17
## worst max path at each step
stage	slack [ns]	start	end	cells after the start
CTS	1.17	address[3]	q[2]$_DFFE_PN_	4
global route	1.05	address[3]	q[14]$_DFFE_PN_	4
finish	1.17	address[3]	q[2]$_DFFE_PN_	4
## cell families (layout without fill, tap and decap cells)
kind of cell | Yosys count | count (layout) | share of synthesized area, %
mux | 64 | 64 | 13.7
compound gates | 32 | 32 | 3.57
flops | 176 | 176 | 78.5
buf+inv | 18 | 92 | 1.88
simple gates | 35 | 35 | 2.40
## layer usage
metal / vias to the layer above / track usage, %
li1: 1451 / -
met1: 1571 / 22.3
met2: 152 / 25.4
met3: 15 / 9.15
met4: 0 / 2.33
met5: - / 0
## cells in the mapped netlist
cell / instances
a22oi_1: 32
and3b_1: 1
buf_1: 1
buf_12: 1
buf_2: 10
buf_6: 4
clkbuf_1: 1
edfxtp_1: 176
inv_1: 1
mux2_2: 48
mux4_1: 5
mux4_2: 11
nand2_1: 18
nand2b_1: 2
nand3b_1: 2
nor2_1: 8
nor3_1: 3
nor3b_2: 1
## final cells by class
cell class	instances	share of cell area, %
multi-input combinational	131	16.6
clock inverter	7	1.42
inverter	1	0.0467
clock buffer	22	5.53
tap	220	3.43
timing repair buffer	62	7.19
sequential	176	65.8
## power breakdown
part / internal [W] / total [W] / switching, W
Combinational: 0.000114 / 0.000230 / 0.000116
Sequential: 0.00238 / 0.00239 / 0.0000120
Clock: 0.00111 / 0.00180 / 0.000693
## worst max-delay path, delay by kind of cell
family                 cells  cell delay (ns)
buffers and inverters      1             0.65
AND-OR/OR-AND              1             0.19
AND/OR/NAND/NOR            2             1.05
## state kept, by name, indices dropped and copies added, names as in the netlist
| signal | flops |
|---|---|
| q | 16 |
| mem | 160 |
Power figures rest on the tool's default switching activity, not on a simulated workload.
